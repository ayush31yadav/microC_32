$ cat flow/config.mk
export PLATFORM = sky130hd
export DESIGN_NAME = regFile
export DESIGN_NICKNAME = regFile
export VERILOG_FILES = /design/flow/design.v
export SDC_FILE = /design/flow/constraint.sdc
export NUM_CORES = 4
export LEC_CHECK = 1
export CORE_UTILIZATION = 50
$ cat flow/run.sh
#!/bin/bash
# OpenROAD 26Q1-2900-gdf79404cd8, Yosys 0.63+post, stock flow scripts
make -C /OpenROAD-flow-scripts/flow DESIGN_CONFIG=/design/flow/config.mk WORK_HOME=/design/flow/orfs finish
$ cat flow/constraint.sdc
current_design regFile

set clk_period 8.8
set clk_io_pct 0.2

create_clock -name clk0 -period $clk_period [get_ports {clk}]

set non_clock_inputs [all_inputs -no_clocks]
set_input_delay [expr $clk_period * $clk_io_pct] -clock clk0 $non_clock_inputs
set_output_delay [expr $clk_period * $clk_io_pct] -clock clk0 [all_outputs]
$ cat flow/design.v
`timescale 1ns / 1ps
module tristate_buffer (
    input x,      
    input c,      
    output y      
);
assign y = c ? x : 1'bz;
endmodule
module halfAdder(
    input A, B,
    output C, S
);
    xor G1 (S, A, B);
    and G2 (C, A, B);
endmodule
module fullAdder(
    input Ci, A, B,
    output Co, S
);
    wire w1, w2, w3;
    or (Co, w1, w3);
    halfAdder HA1 (
        .A(Ci),
        .B(A),
        .C(w1),
        .S(w2)
    );
    halfAdder HA2 (
        .A(w2),
        .B(B),
        .C(w3),
        .S(S)
    );
endmodule
module and32M(
    input [31:0] A,
    input B,
    output [31:0] Y
    );
    generate
        for (genvar i = 0; i < 32; i = i + 1) begin
            and (Y[i], A[i], B);
        end
    endgenerate
endmodule
module and32(
    input [31:0] A, B,
    output [31:0] Y
    );
    generate
        for (genvar i = 0; i < 32; i = i + 1) begin
            and N (Y[i], A[i], B[i]);
        end
    endgenerate
endmodule
module or32(
    input [31:0] A, B,
    output [31:0] Y
    );
    generate
        for (genvar i = 0; i < 32; i = i + 1) begin
            or N (Y[i], A[i], B[i]);
        end
    endgenerate
endmodule
module xor32(
    input [31:0] A, B,
    output [31:0] Y
    );
    generate
        for (genvar i = 0; i < 32; i = i + 1) begin
            xor N (Y[i], A[i], B[i]);
        end
    endgenerate
endmodule
module xor32A(
    input [31:0] A,
    input B,
    output [31:0] Y
    );
    generate
        for (genvar i = 0; i < 32; i = i + 1) begin
            xor N (Y[i], A[i], B);
        end
    endgenerate
endmodule
module not32(
    input [31:0] X,
    output [31:0] Y
    );
    generate
        for (genvar i = 0; i < 32; i = i + 1) begin
            not N (Y[i], X[i]);
        end
    endgenerate
endmodule
module negate32(
    input [31:0] X,
    output [31:0] Y
);
    wire [31:0] nx;
    not32 N32 (
        .X(X),
        .Y(nx)
    );
    add32 A32 (
        .A(nx),
        .B(32'h0000_0001),
        .Ci(32'h0000_0000),
        .S(Y)
    );
endmodule
module mux2_1_32(
    input [31:0] X0, X1,
    input select,
    output reg [31:0] Y
);
    always @(*) begin
        case (select)
            1'b0 : Y = X0;
            1'b1 : Y = X1;
        endcase
    end
endmodule
module mux4_1_32(
    input [31:0] X0, X1, X2, X3,
    input [1:0] select,
    output reg [31:0] Y
);
    always @(*) begin
        case (select)
            2'b00 : Y = X0;
            2'b01 : Y = X1;
            2'b10 : Y = X2;
            2'b11 : Y = X3;
        endcase
    end
endmodule
module mux8_1_32(
    input [31:0] X0, X1, X2, X3, X4, X5, X6, X7,
    input [2:0] select,
    output reg [31:0] Y
);
    always @(*) begin
        case (select)
            3'b000 : Y = X0;
            3'b001 : Y = X1;
            3'b010 : Y = X2;
            3'b011 : Y = X3;
            3'b100 : Y = X4;
            3'b101 : Y = X5;
            3'b110 : Y = X6;
            3'b111 : Y = X7;
        endcase
    end
endmodule
module mux16_1_32(
    input [511:0] X,
    input [3:0] select,
    input clk,
    output reg [31:0] Y
);
    always @(*) begin
        case (select)
            4'b0000 : Y <= X[31:0];
            4'b0001 : Y <= X[63:32];
            4'b0010 : Y <= X[95:64];
            4'b0011 : Y <= X[127:96];
            4'b0100 : Y <= X[159:128];
            4'b0101 : Y <= X[191:160];
            4'b0110 : Y <= X[223:192];
            4'b0111 : Y <= X[255:224];
            4'b1000 : Y <= X[287:256];
            4'b1001 : Y <= X[319:288];
            4'b1010 : Y <= X[351:320];
            4'b1011 : Y <= X[383:352];
            4'b1100 : Y <= X[415:384];
            4'b1101 : Y <= X[447:416];
            4'b1110 : Y <= X[479:448];
            4'b1111 : Y <= X[511:480];
        endcase
    end
endmodule
module mux2_1_4(
    input [3:0] X0, X1,
    input select,
    output reg [3:0] Y
);
    always @(*) begin
        case (select)
            1'b0 : Y = X0;
            1'b1 : Y = X1;
        endcase
    end
endmodule
module mux2_1_1(
    input X0, X1,
    input select,
    output reg Y
);
    always @(*) begin
        case (select)
            1'b0 : Y = X0;
            1'b1 : Y = X1;
        endcase
    end
endmodule
module decoder32(
    input [4:0] X,
    output [31:0] Y
);
    wire [4:0] n;
    not (n[0], X[0]);
    not (n[1], X[1]);
    not (n[2], X[2]);
    not (n[3], X[3]);
    not (n[4], X[4]);
    and (Y[00], n[4], n[3], n[2], n[1], n[0]);
    and (Y[01], n[4], n[3], n[2], n[1], X[0]);
    and (Y[02], n[4], n[3], n[2], X[1], n[0]);
    and (Y[03], n[4], n[3], n[2], X[1], X[0]);
    and (Y[04], n[4], n[3], X[2], n[1], n[0]);
    and (Y[05], n[4], n[3], X[2], n[1], X[0]);
    and (Y[06], n[4], n[3], X[2], X[1], n[0]);
    and (Y[07], n[4], n[3], X[2], X[1], X[0]);
    and (Y[08], n[4], X[3], n[2], n[1], n[0]);
    and (Y[09], n[4], X[3], n[2], n[1], X[0]);
    and (Y[10], n[4], X[3], n[2], X[1], n[0]);
    and (Y[11], n[4], X[3], n[2], X[1], X[0]);
    and (Y[12], n[4], X[3], X[2], n[1], n[0]);
    and (Y[13], n[4], X[3], X[2], n[1], X[0]);
    and (Y[14], n[4], X[3], X[2], X[1], n[0]);
    and (Y[15], n[4], X[3], X[2], X[1], X[0]);
    and (Y[16], X[4], n[3], n[2], n[1], n[0]);
    and (Y[17], X[4], n[3], n[2], n[1], X[0]);
    and (Y[18], X[4], n[3], n[2], X[1], n[0]);
    and (Y[19], X[4], n[3], n[2], X[1], X[0]);
    and (Y[20], X[4], n[3], X[2], n[1], n[0]);
    and (Y[21], X[4], n[3], X[2], n[1], X[0]);
    and (Y[22], X[4], n[3], X[2], X[1], n[0]);
    and (Y[23], X[4], n[3], X[2], X[1], X[0]);
    and (Y[24], X[4], X[3], n[2], n[1], n[0]);
    and (Y[25], X[4], X[3], n[2], n[1], X[0]);
    and (Y[26], X[4], X[3], n[2], X[1], n[0]);
    and (Y[27], X[4], X[3], n[2], X[1], X[0]);
    and (Y[28], X[4], X[3], X[2], n[1], n[0]);
    and (Y[29], X[4], X[3], X[2], n[1], X[0]);
    and (Y[30], X[4], X[3], X[2], X[1], n[0]);
    and (Y[31], X[4], X[3], X[2], X[1], X[0]);
endmodule
module decoder16(
    input [3:0] X,
    input enable,
    output [15:0] Y
);
    wire [3:0] n;
    not (n[0], X[0]);
    not (n[1], X[1]);
    not (n[2], X[2]);
    not (n[3], X[3]);
    and (Y[00], n[3], n[2], n[1], n[0], enable);
    and (Y[01], n[3], n[2], n[1], X[0], enable);
    and (Y[02], n[3], n[2], X[1], n[0], enable);
    and (Y[03], n[3], n[2], X[1], X[0], enable);
    and (Y[04], n[3], X[2], n[1], n[0], enable);
    and (Y[05], n[3], X[2], n[1], X[0], enable);
    and (Y[06], n[3], X[2], X[1], n[0], enable);
    and (Y[07], n[3], X[2], X[1], X[0], enable);
    and (Y[08], X[3], n[2], n[1], n[0], enable);
    and (Y[09], X[3], n[2], n[1], X[0], enable);
    and (Y[10], X[3], n[2], X[1], n[0], enable);
    and (Y[11], X[3], n[2], X[1], X[0], enable);
    and (Y[12], X[3], X[2], n[1], n[0], enable);
    and (Y[13], X[3], X[2], n[1], X[0], enable);
    and (Y[14], X[3], X[2], X[1], n[0], enable);
    and (Y[15], X[3], X[2], X[1], X[0], enable);
endmodule
module lShift(
    input [31:0] X,
    input [4:0] shiftAmt,
    input SR,  
    output [31:0] Y
);
    wire [31:0] controlSig;
    decoder32 d32 (
        .X (shiftAmt),
        .Y(controlSig)
    );
    generate
        for (genvar i = 0; i < 32; i = i + 1) begin  
            for (genvar j = 0; j < 32; j = j + 1) begin  
                if (j - i < 0) begin
                    wire muxConnect;
                    mux2_1_1 M (
                        .X0(1'b0),
                        .X1(X[j - i + 32]),
                        .select(SR),
                        .Y(muxConnect)
                    );
                    tristate_buffer tsb (
                        .x(muxConnect),
                        .y(Y[j]),
                        .c(controlSig[i])
                    );
                end else begin
                    tristate_buffer tsb (
                        .x(X[j - i]),
                        .y(Y[j]),
                        .c(controlSig[i])
                    );
                end
            end
        end
    endgenerate
endmodule
module rShift(
    input [31:0] X,
    input [4:0] shiftAmt,
    input SR,  
    input LA,  
    output [31:0] Y
);
    wire [31:0] controlSig;
    decoder32 d32 (
        .X (shiftAmt),
        .Y(controlSig)
    );
    generate
        for (genvar i = 0; i < 32; i = i + 1) begin  
            for (genvar j = 0; j < 32; j = j + 1) begin  
                if (j + i >= 32) begin
                    wire newBit, muxConnect;
                    mux2_1_1 M_LA (
                        .X0(1'b0),
                        .X1(X[31]),
                        .select(LA),
                        .Y(newBit)
                    );
                    mux2_1_1 M_SR (
                        .X0(newBit),
                        .X1(X[j + i - 32]),
                        .select(SR),
                        .Y(muxConnect)
                    );
                    tristate_buffer tsb (
                        .x(muxConnect),
                        .y(Y[j]),
                        .c(controlSig[i])
                    );
                end else begin
                    tristate_buffer tsb (
                        .x(X[j + i]),
                        .y(Y[j]),
                        .c(controlSig[i])
                    );
                end
            end
        end
    endgenerate
endmodule
`timescale 1ns / 1ps
module d_FF4(
    input [3:0] D,
    input clk,
    output reg [3:0] Q
    );
    always @(posedge clk) begin
        Q <= D;
    end
endmodule
module reg4(
    input [3:0] D,
    input clk, enable,
    output [3:0] Q
);
    wire [3:0] out, in;
    mux2_1_4 M1 (
        .X0(out),
        .X1(D),
        .select(enable),
        .Y(in)
    );
    d_FF4 R_main (
        .D(in),
        .clk(clk),
        .Q(out)
    );
    assign Q = out;
endmodule
module d_FF(
    input [31:0] D,
    input clk,
    output reg [31:0] Q
    );
    always @(posedge clk) begin
        Q <= D;
    end
endmodule
module reg32(
    input [31:0] D,
    input clk, enable,
    output [31:0] Q
);
    wire [31:0] out, in;
    mux2_1_32 M1 (
        .X0(out),
        .X1(D),
        .select(enable),
        .Y(in)
    );
    d_FF R_main (
        .D(in),
        .clk(clk),
        .Q(out)
    );
    assign Q = out;
endmodule
module regCell(
    input [31:0] D0, D1,
    input S0, S1, clk,
    output [31:0] Q
);
    wire enable;
    wire [31:0] writeData;
    assign enable = S0 ^ S1;
    mux2_1_32 M1(
        .X0(D0), .X1(D1),
        .select(S1),
        .Y(writeData)
    );
    reg32 R32 (
        .D(writeData),
        .clk(clk), .enable(enable),
        .Q(Q)
    );
endmodule
module regFile(
    input [31:0] inp0, inp1,
    input [4:0] inSelect0, inSelect1,  
    input [3:0] outSelect0, outSelect1, outSelect2,
    input clk,
    output [31:0] out0, out1, out2
);
    wire [15:0] S0Arr, S1Arr;
    wire [511:0] rFileStatus;
    decoder16 D1(
        .X(inSelect0[3:0]),
        .enable(inSelect0[4]),
        .Y(S0Arr)
    );
    decoder16 D2(
        .X(inSelect1[3:0]),
        .enable(inSelect1[4]),
        .Y(S1Arr)
    );
    generate
        for (genvar i = 0; i < 16; i = i + 1) begin
            regCell rC(
                .D0(inp0), 
                .D1(inp1),
                .S0(S0Arr[i]), 
                .S1(S1Arr[i]), 
                .clk(clk),
                .Q(rFileStatus[(i+1)*32 - 1:i*32])
            );
        end
    endgenerate
    mux16_1_32 M0(
        .X(rFileStatus),
        .select(outSelect0),
        .clk(clk),
        .Y(out0)
    );
    mux16_1_32 M1(
        .X(rFileStatus),
        .select(outSelect1),
        .clk(clk),
        .Y(out1)
    );
    mux16_1_32 M2(
        .X(rFileStatus),
        .select(outSelect2),
        .clk(clk),
        .Y(out2)
    );
endmodule
==> impl_metrics.yaml <==
# generated from flow reports
layout:
  largestRegisters: "genblk1.rC.R32.R_main.Q x512"
  finalCoreUtilization_pct: 58.7
  area_growth_syn_to_layout_pct: 15.1
  final_cell_count_no_fill: 3922
  largest_register_ff_count: 512
  drive_above_1_share_pct: 29.9
  max_flop_register: "genblk1.rC.R32.R_main.Q"
  final_common_cell: "sky130_fd_sc_hd__mux2_2"
  fill_cells: 5286
  dominant_logic_cell_types_in_the_final_layout: "sky130_fd_sc_hd__mux2_2, sky130_fd_sc_hd__edfxtp_1, sky130_fd_sc_hd__a22oi_1"
critical_path:
  setup.worst_path.end_class: "primary output"
  setup.worst_path.end: "out2[12]"
  timing_worst_setup_path_type: "input port to primary output"
  worst_ep_required_time_ps: 7040
  worstSetupStartpointType: "input port"
  worst_ep_arrival_time_ps: 5630
  cp-startpoint: "outSelect2[1]"
  worstPathMaxFanout: 39
timing:
  slew-limit-headroom_pct: 9.24
  fin_crit_ps: 7390
  finalClockPeriodUsage_pct: 84.0
  final-setup-viol-count: 0
  final_max_slew_viol_count: 0
  fin_tns_setup_ps: 0
  slew_at_the_pin_closest_to_its_max_slew_limit_ps: 1360
  postLayoutSetupSlackWorst_ps: 1410
  timing.final.hold_violations: 0
  fmax_mhz: 135
  setup_repair_after_global_routing_missed_its_margin: "no"
synthesis:
  yosys-top-cells-area: "sky130_fd_sc_hd__edfxtp_1, sky130_fd_sc_hd__mux2_2, sky130_fd_sc_hd__a22oi_1, sky130_fd_sc_hd__a221oi_1, sky130_fd_sc_hd__a22o_1"
  yosysChipArea_sq_mm: 0.0337
  synthesis.yosys.warnings: 4
  mapped_cell_area_sq_mm: 0.0337
  ys_async_sr_fraction_pct: 0
  ys_dominant_reg_cell: "sky130_fd_sc_hd__edfxtp_1"
  yosysTopAreaCell: "sky130_fd_sc_hd__edfxtp_1"
  ys_cells: 2950
  netlist_logic_family_top: "AND-OR/OR-AND gates"
  postSynthSeqShare_pct: 45.6
  muxShareOfSynthArea_pct: 20.0
  postSynthRegisterBits: 512
  synth-edff-count: 512
  synthesis.area_per_instance_sq_um: 11.4
  synth_adder_area_share_pct: 0
  xor_share_pct: 0.415
  top_cell_area_share_pct: 45.6
  yosys.area_share.aoi_pct: 22.4
  yosys.area_share.simple_pct: 6.71
  post_synth_inst_count: 2950
  yosysUniqueCellTypes: 65
job:
  log.warning_count: 25
  cap_violations: 0
power_and_ir_drop:
  p_per_area_mw_per_mm2: 175
  seq_power_share_pct: 42.6
  pwr-share-comb_pct: 18.5
  power.internal_mw: 4.84
  vdd_drop_max_mv: 0.179
  clock_power_share_pct: 38.8
  power.switching_fraction_pct: 28.6
  net_switching_mw: 1.94
  post-layout-total-power_mw: 6.78
  cellLeakagePower_nw: 12.8
clocking:
  clock_sinks: 512
  cts_made_buffers: 59
  clk_pin_slew_ps: 70
  postCtsSetupBuffers: 0
  cts_hold_buffers: 0
  ctsLongestPathBuffers: 3
  cells_resized_by_post_cts_repair: 0
  cts_tree: "built"
  htree_num_levels: 2
  cts.root.buffer_cell: "sky130_fd_sc_hd__clkbuf_16"
route:
  post_drt_via_cell_ratio: 8.23
  detail_route.drc_violations: 0
  route.antenna.remaining_nets: 0
  vias: 32300
  route.detailed.wl_per_inst_microns: 46.3
  drt_first_iter_violations: 4620
  drt-pass1-iter-count: 13
  detailed_route_wire_length_microns: 181000
global_route:
  antenna_found_initial: 4
  groute.usage.overall_pct: 56.4
  grt_pass1_vias: 32500
  overflow: 0
  first_pass_grt_wire_length_microns: 247000
  grt_start_max_net_pins: 40
floorplan:
  fp-utilization_pct: 51.0
  rows: 94
  die-area_sq_mm: 0.0685
  core_sq_mm: 0.0662
  dieHeight_microns: 262
  num_io_pins: 183
  die_w_microns: 262
place:
  detailedPlace.worstSlack_ps: 1780
  placement.io_buffers: 182
  routabilityCongestion: 1.10
  detailedPlacementHpwl_microns: 109000
  numPlacedInstances: 3808
run_status:
  status: "complete, no violations"
min_path:
  hp-class: "input port to flip-flop"
  worst_hold_startpoint: "inp0[24]"
-- worst max-delay path, cell delays in order --
cell and delay, ps:
sky130_fd_sc_hd__buf_4 510, sky130_fd_sc_hd__buf_4 660, sky130_fd_sc_hd__nand2b_1 320, sky130_fd_sc_hd__nor2_4 670, sky130_fd_sc_hd__buf_4 400, sky130_fd_sc_hd__a221oi_1 130, sky130_fd_sc_hd__a31oi_1 540, sky130_fd_sc_hd__clkdlybuf4s50_1 570
-- final cells by class --
cell class	instances	area (sq um)	area share, %
tap	864	1080	2.78
timing repair buffer	342	2990	7.71
sequential	512	15400	39.6
clock buffer	67	1550	3.99
inverter	33	124	0.319
antenna	7	17.5	0.0451
multi-input combinational	2057	17200	44.4
clock inverter	40	462	1.19
-- Yosys cell counts (all sizes together), types with 30 or more instances --
cell    instances
buf           159
mux2          556
mux2i          50
nor2          195
clkbuf        189
nand2b         30
o22ai         118
nor2b          54
a21oi          77
o32a           42
a31oi          34
a32oi          31
nand2          72
edfxtp        512
a22oi         270
a221oi        125
nor3           32
a22o           96
-- cells by family (layout without fill, tap and decap cells) --
kind of cell              count (synthesis)  in the layout
other                                     0              7
and+or+nand+nor                         466            466
xor gates and xnor gates                 16             16
buffers and inverters                   381            482
DFF                                     512            512
AOI/OAI and AO/OA                       969            969
muxes                                   606            606
-- worst min-delay path by stage --
| stage | endpoint | slack [ps] | depth (start not counted) |
|---|---|---|---|
| CTS | genblk1[14].rC.R32.R_main.Q[23] | 2180 | 2 |
| global route | genblk1[2].rC.R32.R_main.Q[24] | 2240 | 2 |
| finish | genblk1[2].rC.R32.R_main.Q[24] | 2210 | 2 |
-- per-layer routing --
layer	track usage (%)	wire length [microns]
met5	10.8	851
met3	43.7	36000
met1	65.5	57500
met4	34.2	16300
met2	72.4	70700
-- power by group through the flow --
stage | Combinational (mW) | Clock (mW) | Sequential (mW)
final | 1.26 | 2.63 | 2.89
after global routing | 1.27 | 2.70 | 2.90
after CTS | 1.18 | 2.62 | 2.88
-- stage by stage --
stage	cell area [sq um]	hold slack (ps)
6_report	38800	2210
4_1_cts	38800	2180
3_3_place_gp	36800	2720
3_5_place_dp	36800	2710
5_1_grt	38800	2240
2_1_floorplan	33700	1980
Power figures rest on the tool's default switching activity, not on a simulated workload.
